==> flow/design.v <==
module ALU(A, B, KEY, ALUout);
    input [3:0] A;
    input [3:0] B;
    output reg [7:0] ALUout;
    input [2:0] KEY;
    wire w;
    wire [3:0] add_One;
    adder_Mod add(.a(A[3:0]), .b(4'b0001), .cin(0), .s(add_One[3:0]), .cout(w));
    wire w2;
    wire [3:0] add_AB;
    adder_Mod addAB(.a(A[3:0]), .b(B[3:0]), .cin(0), .s(add_AB[3:0]), .cout(w));
    wire [7:0]concatenate;
    assign concatenate = {A, B};
    always @(*)
    begin
        case(KEY[2:0])
            0: ALUout = {4'b0000, add_One};
            1: ALUout = {4'b0000, add_AB};
            2: ALUout = {4'b0000, A+B};
            3: begin
                    ALUout[3:0] = A | B;
                    ALUout[7:4] = A^B;
                end
            4: begin
                    case(concatenate[7:0])
                        8'b00000000: ALUout = 8'b00000000;
                        default: ALUout = 8'b00000001;
                    endcase
                end
            5: ALUout = B << A;
            6: ALUout = B >> A;
            7: ALUout = A*B;
            default: ALUout = 4'b0000;
        endcase
    end
endmodule
module adder(SW, LEDR);
	input [9:0] SW;
	input [9:0] LEDR;	
	adder_Mod add(.a(SW[7:4]), .b(SW[3:0]), .cin(SW[8]), .s(LEDR[3:0]), .cout(LEDR[4]));
endmodule
module adder_Mod(a, b, cin, s, cout);
	input [3:0] a;
	input [3:0] b;
	input cin;
	output [3:0] s;  
	output cout; 
	wire W1;
	wire W2;
	wire W3;
	full_adder f0(.A(a[0]), .B(b[0]), .cin(cin), .s(s[0]), .cout(W1));
	full_adder f1(.A(a[1]), .B(b[1]), .cin(W1), .s(s[1]), .cout(W2));
	full_adder f2(.A(a[2]), .B(b[2]), .cin(W2), .s(s[2]), .cout(W3));
	full_adder f3(.A(a[3]), .B(b[3]), .cin(W3), .s(s[3]), .cout(cout));
endmodule
module full_adder (A, B, cin, s, cout); 
	input A; 
	input B; 
	input cin; 
	output s;  
	output cout; 
	assign s = (A&~B&~cin) | (~A&~B&cin) | (A&B&cin) | (~A&B&~cin); 
	assign cout = (A&cin) | (A&B) | (B&cin); 
endmodule
==> flow/run.sh <==
#!/bin/bash
# OpenROAD 26Q1-2900-gdf79404cd8, Yosys 0.63+post, stock flow scripts
make -C /OpenROAD-flow-scripts/flow DESIGN_CONFIG=/design/flow/config.mk WORK_HOME=/design/flow/orfs finish
==> flow/config.mk <==
export PLATFORM = sky130hd
export DESIGN_NAME = ALU
export DESIGN_NICKNAME = ALU
export VERILOG_FILES = /design/flow/design.v
export SDC_FILE = /design/flow/constraint.sdc
export NUM_CORES = 4
export LEC_CHECK = 1
export CORE_AREA = 10 10 105 105
export DIE_AREA = 0 0 115 115
==> flow/constraint.sdc <==
current_design ALU

set clk_period 5.8
set clk_io_pct 0.2

create_clock -name clk0 -period $clk_period

set non_clock_inputs [all_inputs -no_clocks]
set_input_delay [expr $clk_period * $clk_io_pct] -clock clk0 $non_clock_inputs
set_output_delay [expr $clk_period * $clk_io_pct] -clock clk0 [all_outputs]
==> qor.csv <==
stage,metric,value,unit
route,routed_wl,4370,um
run,log.warning_count,40,
cells_and_area,syn2layout_area_growth,34.5,%
route,diodes,0,
cells_and_area,layout_top_cell,ha_1,
grt,grt_pass1_wl,7270,um
route,via_count,1417,
final_timing,setup_tns,0,ns
final_timing,final_max_slew_viol_count,0,
final_timing,tightest_slew,0.513,ns
logic_synthesis,netlist_area,1290,um^2
placement,placed_area,1700,um^2
final_timing,max_slew_margin,65.7,%
die,io_pins,19,
placement,dpl.hpwl,3640,um
grt,grt_usage,6.63,%
cells_and_area,final_area,1730,um^2
cells_and_area,seq_area,0,um^2
worst_setup_path,cp-start-kind,input port,
route,drtPass1Iterations,5,
status,outcome,"finished, final reports clean",
logic_synthesis,ys_chip_area,1290,um^2
final_timing,finalSetupViolations,0,
die,fp-utilization,14.7,%
placement,io_buffer_count,19,
worst_setup_path,worstSetupPathType,in -> out,
pwr,powerDensity,77.1,nW/um^2
die,rows,34,
pwr,power.total,0.000134,W
worst_setup_path,cp.arrival,4.45,ns
grt,grt_overflow,0,
final_timing,fmaxAchievable,178,MHz
cells_and_area,layout_top_cells,"ha_1 (26), nor2_1 (22), inv_1 (16), clkdlybuf4s50_1 (15)",
final_timing,rsz0062_at_grt,no,
die,chip_area,13200,um^2
route,drc_errors,0,
clock_network,hold_buffers,0,
min_path,worstHoldEndpoint,ALUout[0],
die,chipHeight,115,um
grt,grt_pass1_vias,1372,
route,vias_per_cell,4.56,
final_timing,finalCriticalPeriod,5.61,ns
route,antenna_left,0,
logic_synthesis,ys_seq_share,0,%
cells_and_area,clock_buffers,0,
route,wl_per_cell,14.0,um
cells_and_area,fill_cells,981,
route,drtIter0Drc,97,
logic_synthesis,synth.distinct_cells,43,
cells_and_area,seq_cells,0,
logic_synthesis,synth_area_per_cell,7.32,um^2
die,core_area,8760,um^2
min_path,hold_path_class,in -> out,
final_timing,min_period_over_period,96.8,%
worst_setup_path,crit_required,4.64,ns
min_path,holdPathStages,4,
run,cap_violations,0,
final_timing,timing_hold_violations_final,0,
pwr,p_leak,0.773,nW
logic_synthesis,yosysWarnings,3,
worst_setup_path,cp-end-kind,primary output,
logic_synthesis,syn_inst,176,
pwr,vdd_drop_max,0.0000240,V
cells_and_area,layout-drive-gt1-share,11.8,%
grt,antenna_found_initial,0,
grt,grt_max_degree,16,
min_path,min-delay-start,A[0],
placement,place.gp.congestion,0.969,
worst_setup_path,worstPathMaxFanout,7,
logic_synthesis,yosys-stat-cells,176,
die,dieWidth,115,um
## how the worst max path moves through the flow
| stage | start | endpoint | slack, ns | cells past startpoint |
|---|---|---|---|---|
| 6_report | B[1] | ALUout[6] | 0.19 | 13 |
| 5_1_grt | B[1] | ALUout[6] | 0.001 | 13 |
| 4_1_cts | B[3] | ALUout[7] | 0.06 | 12 |
## repair_timing
| item | CTS | global route |
|---|---|---|
| setup buffers | 0 | 0 |
| hold endpoints to repair | 0 | 0 |
| gates resized | 0 | 11 |
| setup endpoints to repair | 0 | 5 |
## cell usage after synthesis (3+ instances only)
cell / instances / area share, %
mux2i_1: 3 / 2.3
nand3_1: 4 / 1.6
and2_1: 3 / 1.5
nand2_1: 15 / 4.4
nor2_1: 22 / 6.4
o21ai_0: 7 / 2.7
a32oi_1: 3 / 2.0
o21a_1: 3 / 1.7
fa_1: 7 / 11
nand2b_1: 3 / 1.5
nor3_1: 3 / 1.2
a21oi_1: 15 / 5.8
clkbuf_1: 4 / 1.2
buf_2: 3 / 1.2
xnor2_1: 4 / 2.7
inv_1: 16 / 4.7
ha_1: 26 / 25
## critical path: stages
cell and delay [ns]:
clkdlybuf4s50_1 0.55, buf_4 0.20, inv_1 0.07, nor2_1 0.16, fa_1 0.45, ha_1 0.31
ha_1 0.32, nor2b_1 0.14, o21a_1 0.17, or3_1 0.30, a31oi_1 0.16, nor2_1 0.07
clkdlybuf4s50_1 0.41
## cells by family (layout without fill, tap and decap cells)
| kind of cell | after synthesis | in the layout | share of synthesized area (%) |
|---|---|---|---|
| AND/OR/NAND/NOR | 63 | 63 | 25.2 |
| buffers and inverters | 23 | 50 | 6.99 |
| adder cells (fa/ha/maj) | 33 | 33 | 36.1 |
| XOR/XNOR | 5 | 5 | 3.40 |
| AND-OR/OR-AND | 48 | 48 | 25.1 |
| multiplexers | 4 | 4 | 3.20 |
## where the power goes
group / switching (W) / internal [W]
Clock: 0 / 0
Sequential: 0 / 0
Combinational: 0.0000684 / 0.0000652
Total: 0.0000684 / 0.0000652
## final cells by class
cell class	instances	area, um^2	area share, %
multi-input cells	153	1220	70.5
repair buffers	34	317	18.3
well taps	108	135	7.80
inverters	16	60.1	3.47
## layer usage
metal | track usage, % | wire length, um | vias to the layer above
met5 | 0 | 0 | -
met2 | 10.5 | 2070 | 47
met1 | 9.22 | 1950 | 667
met3 | 0.791 | 197 | 12
li1 | - | - | 691
met4 | 1.98 | 148 | 0
## through the flow
step | std cells | worst slack, ns | util (%) | hold slack (ns)
finish | 311 | 0.186 | 19.8 | 3.23
global route | 311 | 0.00143 | 19.8 | 3.29
CTS | 311 | 0.0584 | 19.4 | 3.59
detailed placement | 311 | 0.0785 | 19.4 | 3.58
global placement | 311 | 0.0640 | 19.4 | 3.58
floorplan | 176 | 0.950 | - | 2.45
Power is estimated from default activity; no workload was simulated.
